`./config.mk`:
```
export PLATFORM = sky130hd
export DESIGN_NAME = instruction_memory
export DESIGN_NICKNAME = instruction_memory
export VERILOG_FILES = /design/flow/design.v
export SDC_FILE = /design/flow/constraint.sdc
export NUM_CORES = 4
export LEC_CHECK = 1
export CORE_UTILIZATION = 40
```
`./constraint.sdc`:
```
current_design instruction_memory

set clk_period 3.2
set clk_io_pct 0.2

create_clock -name clk0 -period $clk_period [get_ports {clk}]

set non_clock_inputs [all_inputs -no_clocks]
set_input_delay [expr $clk_period * $clk_io_pct] -clock clk0 $non_clock_inputs
set_output_delay [expr $clk_period * $clk_io_pct] -clock clk0 [all_outputs]
```
`./design.v`:
```
module instruction_memory (
    input [2:0] index,
    input [11:0] new_instruction,
    input load,
    input clk,
    input reset,
    output logic [11:0] out
);
logic [11:0] memory [7:0];
logic state = 0;
always @(posedge clk) begin
    if (reset == 1) begin
        memory[0] <= 0;
        memory[1] <= 0;
        memory[2] <= 0;
        memory[3] <= 0;
        memory[4] <= 0;
        memory[5] <= 0;
        memory[6] <= 0;
        memory[7] <= 0;
        state <= 1;
    end else if (state == 0) begin 
        memory[0] <= 12'b001_000_000_000;
        memory[1] <= 12'b001_000_010_001;
        memory[2] <= 12'b000_000_100_000;
        memory[3] <= 12'b011_011_001_000;
        memory[4] <= 12'b010_100_011_010;
        memory[5] <= 12'b100_101_000_011;
        memory[6] <= 12'b101_001_001_110;
        memory[7] <= 12'b110_000_000_111;
        state <= 1;
    end else if (load == 1) begin
        memory[index] <= new_instruction;
    end
end
assign out = memory[index];
endmodule
```
`./run.sh`:
```
#!/bin/bash
# OpenROAD 26Q1-2900-gdf79404cd8, Yosys 0.63+post, stock flow scripts
make -C /OpenROAD-flow-scripts/flow DESIGN_CONFIG=/design/flow/config.mk WORK_HOME=/design/flow/orfs finish
```
==> flow_summary.toml <==
# yosys + openroad results
[global_route]
grt_remaining_overflow = 0
antenna_found_initial = 0
grt_max_degree = 25
grtUsageTotal_pct = 21.9
grt_pass1_vias = 3088
grt_pass1_wl_um = 17500

[die]
fp-utilization_pct = 41.8
die_w_um = 109
chip_area_sq_um = 12000
coreArea_sq_um = 11000
ios = 30
die_h_um = 109
num_rows = 38

[critical_path]
arrival_ps = 2330
path_max_fanout = 15
reg2reg_depth = 4
worstPathRequired_ps = 2560
worstSetupPathType = "in2out"
r2r_setup_slack_ps = 1400
r2r-start = "state"
endpoint_kind = "output pin"
cp-start-kind = "input port"
r2r-end = "memory[5][4]"

[pwr]
irDropWorstVdd_v = 0.000219
p_clk_share_pct = 34.6
netSwitchingFraction_pct = 22.3
power_frac_comb_pct = 11.3
net-switching-power_mw = 0.615
p_per_area_nw_per_um2 = 496
leakagePower_nw = 2.22
power_mw = 2.76
internal-power_mw = 2.15
power_frac_seq_pct = 54.1

[final_layout]
final_layout_size_suffix_gt1_share_pct = 18.9
lay_top_count = "edfxtp_1"
mostFrequentLayoutCells = "96 x edfxtp_1, 39 x nor3_1, 32 x buf_4"
area_delta_synth_final_pct = 20.7

[route]
drt-initial-drc-count = 133
ant_nets = 0
met1Wirelength_um = 4460
met3_length_um = 1280
drt_first_pass_iters = 4
routed_via_density = 5.52
drc = 0
diodes = 0
dr_total_vias = 3027
routedWlPerCell_um = 20.8
dr.max_layer_used = "met4"
routed_wl_um = 11400
met2WireLength_um = 5460

[sta]
final.min_clock_period_ps = 2970
timing.fmax_ghz = 0.337
postLayoutSetupSlackWorst_ps = 232
finalSetupViolCount = 0
fin_worst_skew_ps = 5.18
rsz0062_at_grt = "no"
maxSlewViolCount = 0
final-hold-violation-count = 0
slew_headroom_pct = 42.2
finalCritPeriodShare_pct = 92.8
worst_slew_pin_slew_ps = 864

[placement]
io_buffers = 29
place_ws_ps = -13.5
hpwl_um = 7300
place.gp.congestion = 0.838

[yosys]
ys_sh_xor_pct = 0
mux_area_share_pct = 8.47
top_area_cell = "edfxtp_1"
top_cell_area_share_pct = 62.6
synthCells = 355
synthTopCellsByArea = "edfxtp_1 63%, mux4_2 4.4%, nor3_1 4.2%, and2_1 3.5%, a21o_1 3.3%"
synthAoiAreaFrac_pct = 8.17
synthSimpleGateAreaFrac_pct = 16.3
ys_seq_share_pct = 63.0
logic_family = "simple AND/OR/NAND/NOR gates"
ys_ff = 97
yosysWarnings = 1
yosysChipArea_sq_um = 4610
synth_area_sq_um = 4610
yosysCellCount = 355
yosysUniqueCellTypes = 37
syn_area_per_cell_sq_um = 13.0
ys_sh_adder_pct = 0

[clock_tree]
clock-sinks = 97
clkLatencyLatePin_ps = 340
cts-buffers-inserted = 9
cts.reportedPaths.clkPinSlew_ps = 70
ctsHoldBuffers = 0
cts_root_buf = "clkbuf_16"
cts_tree = "built"
cts_max_level = 3
cts_max_path_buffers = 2

[min_path]
min_path_type = "reg2reg"
min_from = "state"
whs_endpoint = "memory[7][0]"
whs_path_depth = 3

[flow_run]
log.warning_count = 25
drv_cap = 0

[run_status]
status = "completed"
-- cell families (layout without fill, tap and decap cells) --
kind of cell / count (synthesis) / after routing
mux: 27 / 27
simple gates: 132 / 132
compound gates: 60 / 60
other cells: 1 / 1
flops: 97 / 97
buf+inv: 38 / 91
-- registers in the layout, indices dropped and copies added, names as in the netlist --
register  cells
memory       96
state         1
-- worst max-delay path by stage --
| stage | from | end | slack, ps |
|---|---|---|---|
| 5_1_grt | index[2] | out[2] | 130 |
| 6_report | index[2] | out[2] | 230 |
| 4_1_cts | index[1] | out[3] | 30 |
-- metrics by stage --
step           instances  cell area [sq um]  setup TNS [ps]  utilization [%]  hold slack [ps]
2_1_floorplan        355               4610               0                -              728
3_3_place_gp         530               5220           -8.09             47.3              848
3_5_place_dp         530               5220           -13.5             47.3              861
4_1_cts              545               5480               0             49.7              876
5_1_grt              548               5560               0             50.4              945
6_report             548               5560               0             50.4              883
-- routing by layer --
layer / up-vias / global-route usage (%)
met5: - / 0
met1: 1460 / 32.6
met4: 0 / 2.95
met2: 126 / 33.0
met3: 14 / 9.85
li1: 1427 / -
-- power by group through the flow --
stage | clock network, mW | logic, mW | registers, mW
final | 0.955 | 0.312 | 1.49
after global routing | 1.02 | 0.339 | 1.50
after CTS | 0.966 | 0.302 | 1.50
-- cell type report --
| class | instances | area, sq um |
|---|---|---|
| flip-flops and latches | 97 | 2900 |
| inverters | 9 | 37.5 |
| clock buffers | 11 | 233 |
| fillers | 970 | 5470 |
| well taps | 140 | 175 |
| repair buffers | 67 | 656 |
| clock inverters | 4 | 21.3 |
| multi-input cells | 220 | 1540 |
-- cell usage after synthesis --
cell / n
nand4b_1: 1
and2_1: 26
a21oi_1: 15
conb_1: 1
and3_1: 4
or2_2: 1
clkbuf_1: 13
buf_4: 3
or3b_2: 4
o2111ai_1: 4
and3b_1: 8
nor2_1: 14
nor2_2: 2
nor2b_1: 1
buf_6: 2
o22a_1: 1
nor3b_1: 5
inv_1: 9
nand2_1: 13
or3_1: 1
or4_1: 2
mux2i_1: 12
edfxtp_1: 96
nand4bb_1: 1
o211ai_1: 1
o21ai_0: 16
mux4_2: 9
mux2_2: 6
buf_2: 11
nand2b_1: 3
a21boi_0: 1
nand3b_1: 2
a21o_1: 20
dfxtp_1: 1
nor3_1: 39
nand3_1: 5
o22ai_1: 2
-- what timing repair did --
item | in CTS | in global routing
cloned | 0 | 2
buffers inserted | 0 | 1
setup endpoints to repair | 1 | 6
resized | 1 | 7
-- worst max-delay path, cell delays in order --
cell and delay, ps:
buf_2 340, buf_4 270, mux2i_1 210, o22ai_1 100
or3_1 370, clkdlybuf4s50_1 400
Power and IR drop assume default switching activity.
