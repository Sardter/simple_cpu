File: /design/flow/config.mk
export PLATFORM = sky130hd
export DESIGN_NAME = register_file
export DESIGN_NICKNAME = register_file
export VERILOG_FILES = /design/flow/design.v
export SDC_FILE = /design/flow/constraint.sdc
export NUM_CORES = 4
export LEC_CHECK = 1
export CORE_AREA = 10 10 112 112
export DIE_AREA = 0 0 122 122
File: /design/flow/constraint.sdc
current_design register_file

set clk_period 2.8
set clk_io_pct 0.2

create_clock -name clk0 -period $clk_period [get_ports {clk}]

set non_clock_inputs [all_inputs -no_clocks]
set_input_delay [expr $clk_period * $clk_io_pct] -clock clk0 $non_clock_inputs
set_output_delay [expr $clk_period * $clk_io_pct] -clock clk0 [all_outputs]
File: /design/flow/design.v
module register_file (
    input [2:0] read_address1, 
    input [2:0] read_address2,
    input [2:0] write_address,
    input [3:0] write_data,
    input write_enable,
    input reset,
    input clk,
    output logic [3:0] read_data1,
    output logic [3:0] read_data2
);
logic [3:0] memory [7:0];
logic state = 0;
always @(posedge clk) begin
    if (reset == 1 || state == 0) begin
        memory[0] <= 0;
        memory[1] <= 0;
        memory[2] <= 0;
        memory[3] <= 0;
        memory[4] <= 0;
        memory[5] <= 0;
        memory[6] <= 0;
        memory[7] <= 0;
        state <= 1;
    end else if (write_enable == 1) begin
        memory[write_address] <= write_data;
    end
end
assign read_data1 = memory[read_address1];
assign read_data2 = memory[read_address2];
endmodule
File: /design/flow/run.sh
#!/bin/bash
# OpenROAD 26Q1-2900-gdf79404cd8, Yosys 0.63+post, stock flow scripts
make -C /OpenROAD-flow-scripts/flow DESIGN_CONFIG=/design/flow/config.mk WORK_HOME=/design/flow/orfs finish
==> results.txt <==
Results of the flow run.

The worst setup path is launched from a primary input. The script extracted a net switching power of approximately 0.24 mW. The final antenna-violating net count stands at 0. Max fanout on the critical path was recorded as 8. Overall power consumption after layout is estimated at 1.07 mW. The count of fill cells added during filler insertion stands at 1047. A synthesized cell averages 15.4 um^2. In this run the worst setup path terminates at read_data2[1]. The remaining global-route overflow stands at 0. Counting instances in the post-synthesis netlist gives the leading cell types as 33 x sky130_fd_sc_hd__edfxtp_1, 32 x sky130_fd_sc_hd__nor3_1, 16 x sky130_fd_sc_hd__mux4_1. The die width stands at about 120 um. The die outline height stands at 122 um.

The number of distinct standard cells referenced by the synthesized netlist stands at 16. The first-pass GRT wire length stands at 6470 um. According to the Yosys statistics, the synthesized design has a chip area of ~1800 um^2. The largest net degree at the start of global routing stands at 17. The worst path uses a little over nine tenths of the clock period. In this run, post-CTS hold repair placed 0 buffers. The register-to-register setup slack stands at 1.30 ns. The congestion estimate from routability-driven global placement came to between 0.8 and 0.9.

STA classifies the critical path endpoint as a primary output. The fraction of layout instances using a drive strength above 1 stands at between 20% and 30%. Summed over its instances, the top area cell type makes up 54.2% of the synthesized netlist area.

The sequential group share of total power stands at 54.7%. The count of buffers inserted at the top-level ports stands at 23. STA puts the critical path data arrival time at 2.18 ns. In this run the core area contains 37 standard-cell rows.

The routed design has 4040 um of wire. Summed over all routing layers, the global router reports a total usage of 5.49%. The CTS log lists the clock sinks for this run as 33. In this run the cell area of the synthesized design comes to between 1500 and 2000 um^2. The max-slew check reports its worst relative slack as 58.1%. Per the run report, area growth between synthesis and finish was 27.1%. The pin closest to its max-slew limit shows a slew of 0.622 ns. In this run the post-CTS setup repair buffer count came out at 0. The total number of warnings across the stage logs stands at 26.

Detailed placement reports a standard cell area of about 2300 um^2. For this design the static power due to leakage is 0.786 nW. Per the timing report, the achievable frequency comes out to roughly 0.36 GHz.

No sink is reached through more buffers than the 2 on the longest clock path. Looking at area per cell type in the netlist, the leader is sky130_fd_sc_hd__edfxtp_1. Sorting the synthesized cells by area gives the leading types as sky130_fd_sc_hd__edfxtp_1 54%, sky130_fd_sc_hd__mux4_1 23%, sky130_fd_sc_hd__nor3_1 8.8%, sky130_fd_sc_hd__mux2_2 4.9%, sky130_fd_sc_hd__o21ai_0 2.2%. The die covers 14900 um^2. The remaining design rule violation count stands at 0.

Counting pins that exceed their max-slew limit in the final report gives 0. Looking at the clock tree report, the root buffer type is sky130_fd_sc_hd__clkbuf_8. The ratio of routed vias to standard cells stands at 4.03. The final clock skew stands at 0.00326 ns. In this run, the number of DRC markers left after iteration 0 of detailed routing was 67. The synthesis stats list as the most numerous cell sky130_fd_sc_hd__edfxtp_1. The design area stands at 2320 um^2. In this run, the clock network consumes 30.0% of the power. The time the worst path needs with I/O delays and setup stands at around 2.7 ns. Combinational logic is responsible for 15.3% of the overall power.

The number of primary I/O pins stands at 24. The worst VDD IR drop from the latest analysis is 0.188 mV. Per the detail_route report, routed wire per instance is 14.1 um. The total power density per cell area stands at 462 nW/um^2.

The flow ran to the end, and the final reports show no timing, DRC or antenna violations. The last timing report of the flow puts the setup violation total at 0. The floorplan-stage core utilization stands at 17.9%.

The internal power of the cells totals approximately 0.84 mW. The number of max-cap violations stands at 0. TritonCTS built the clock tree.

In this run the worst hold path is classified as reg2reg. In this run switching power makes up between 20% and 30% of total power. The number of antenna violations at the first check in global routing stands at 0. Setup repair after global routing could not meet its margin everywhere. According to the dpl log, the detail-placed design has an HPWL of 3090 um.

The final timing report lists a hold violation count of 0. The final standard cell utilization of the core stands at 22.7%. The via count of the first global-routing pass came to around 1200. The CTS H-tree depth stands at 2. The register bit count reported by yosys stands at 33. The report puts the cell count of the worst reg-to-reg path at 2. For this run, asynchronously set or reset flops after synthesis account for 0%.

The post-cts gate resize count stands at 7. The critical path is of the in2out type. Synthesis produced a netlist whose cell count is 119. The placeable core region stands at between 10000 and 15000 um^2. The total via count in the routed design stands at 1153. Counting the warning lines in the Yosys log gives 1. The clock network latency to the later pin of the worst-skew pair stands at 0.27 ns.

The final antenna diode tally reported by the flow is 0. The required time reported for the critical path endpoint stands at roughly 2.2 ns. OpenSTA lists the critical path startpoint as read_address2[2]. Post-synth the commonest register cell is sky130_fd_sc_hd__edfxtp_1. Per the timing report, the most critical flop-to-flop path finishes at memory[3][1]. Per the Yosys statistics, synthesis produced between 100 and 150 cells.

According to the report, the first pass of detailed routing completed in 4 iterations. For the worst reg-to-reg path, the startpoint reported by OpenROAD is state. The clock-pin slew reported for the worst setup and hold paths after clock tree synthesis stands at 0.06 ns.

In this run, CTS created clock tree buffers numbering 5. Sequential elements use 54.2% of the synthesized area. The synthesized design contains 33 enable-type register cells.
-- placed cells by master, fill, tap and decap left out --
| cell type | n |
|---|---|
| sky130_fd_sc_hd__dlygate4sd2_1 | 1 |
| sky130_fd_sc_hd__nand3_1 | 1 |
| sky130_fd_sc_hd__nand3b_1 | 3 |
| sky130_fd_sc_hd__o21ai_0 | 8 |
| sky130_fd_sc_hd__inv_1 | 1 |
| sky130_fd_sc_hd__clkinv_1 | 6 |
| sky130_fd_sc_hd__mux2_2 | 8 |
| sky130_fd_sc_hd__conb_1 | 1 |
| sky130_fd_sc_hd__mux4_1 | 6 |
| sky130_fd_sc_hd__nor2b_1 | 1 |
| sky130_fd_sc_hd__or3b_1 | 2 |
| sky130_fd_sc_hd__buf_6 | 2 |
| sky130_fd_sc_hd__clkdlybuf4s15_1 | 1 |
| sky130_fd_sc_hd__clkinv_2 | 1 |
| sky130_fd_sc_hd__clkbuf_8 | 5 |
| sky130_fd_sc_hd__nor3_1 | 32 |
| sky130_fd_sc_hd__buf_4 | 5 |
| sky130_fd_sc_hd__clkdlybuf4s50_1 | 20 |
| sky130_fd_sc_hd__edfxtp_1 | 33 |
| sky130_fd_sc_hd__dlymetal6s2s_1 | 1 |
| sky130_fd_sc_hd__buf_12 | 2 |
| sky130_fd_sc_hd__mux4_2 | 10 |
-- logic make-up after synthesis --
kind of cell / Yosys count / share of synthesized area [%]
flops: 33 / 54.2
other cells: 1 / 0.205
simple gates: 39 / 11.6
compound gates: 8 / 2.19
buf+inv: 14 / 3.83
mux: 24 / 27.9
-- critical path: stages --
cell and delay (ns):
sky130_fd_sc_hd__clkdlybuf4s50_1 0.48, sky130_fd_sc_hd__buf_6 0.14, sky130_fd_sc_hd__mux4_2 0.32, sky130_fd_sc_hd__mux2_2 0.28, sky130_fd_sc_hd__clkdlybuf4s50_1 0.41
-- final cells by class --
class                           instances  area, um^2  area share (%)
Clock buffer                            5        68.8            2.96
Multi-Input combinational cell         72         728            31.4
Inverter                                5        18.8           0.809
Sequential cell                        33         991            42.7
Tap cell                              136         170            7.33
Timing Repair Buffer                   32         332            14.3
Clock inverter                          3        12.5           0.539
-- metal layers --
| layer | global-route usage (%) | routed length, um |
|---|---|---|
| met3 | 3.00 | 475 |
| met2 | 8.75 | 1890 |
| met5 | 0 | 0 |
| met4 | 0.894 | 55 |
| met1 | 6.56 | 1620 |
-- power by group through the flow --
stage / Combinational [mW] / Clock (mW) / Sequential, mW
after global routing: 0.178 / 0.349 / 0.590
after CTS: 0.163 / 0.330 / 0.586
final: 0.164 / 0.322 / 0.587
-- worst min-delay path by stage --
stage                 start  cells past startpoint  slack [ns]    end
after CTS             state                      2        0.83  state
after global routing  state                      2        0.90  state
final                 state                      2        0.83  state
-- metrics by stage --
| step | setup slack, ns | hold WS, ns | std cells | TNS, ns |
|---|---|---|---|---|
| final | 0.0551 | 0.827 | 286 | 0 |
| after global routing | -0.000786 | 0.903 | 286 | -0.000786 |
| after CTS | 0.0308 | 0.829 | 286 | 0 |
| after detailed placement | -0.253 | 0.811 | 278 | -1.83 |
| after global placement | -0.252 | 0.808 | 278 | -1.87 |
| after floorplan | 0.798 | 0.735 | 119 | 0 |
-- registers in the layout, summed over array words and instances (netlist names) --
| signal | cells |
|---|---|
| state | 1 |
| memory | 32 |
Power is estimated from default activity; no workload was simulated.
