File: design/flow/run.sh
#!/bin/bash
# OpenROAD 26Q1-2900-gdf79404cd8, Yosys 0.63+post, stock flow scripts
make -C /OpenROAD-flow-scripts/flow DESIGN_CONFIG=/design/flow/config.mk WORK_HOME=/design/flow/orfs finish
File: design/flow/design.v
module data_memory (
    input [3:0] address,
    input [3:0] write_data,
    input write_enable,
    input read_enable,
    input reset, 
    input clk,
    output logic [3:0] read_data
);
logic [3:0] slots [15:0];
logic state = 0;
always @(posedge clk) begin
    if (reset == 1 || state == 0) begin
        slots[0] <= 0;
        slots[1] <= 0;
        slots[2] <= 0;
        slots[3] <= 0;
        slots[4] <= 0;
        slots[5] <= 0;
        slots[6] <= 0;
        slots[7] <= 0;
        slots[8] <= 0;
        slots[9] <= 0;
        slots[10] <= 0;
        slots[11] <= 0;
        slots[12] <= 0;
        slots[13] <= 0;
        slots[14] <= 0;
        slots[15] <= 0;
        state <= 1;
    end else if (write_enable == 1) begin
        slots[address] <= write_data; 
    end
end
assign read_data = ~read_enable ? 0 : slots[address];
endmodule
File: design/flow/config.mk
export PLATFORM = sky130hd
export DESIGN_NAME = data_memory
export DESIGN_NICKNAME = data_memory
export VERILOG_FILES = /design/flow/design.v
export SDC_FILE = /design/flow/constraint.sdc
export NUM_CORES = 4
export LEC_CHECK = 1
export CORE_UTILIZATION = 40
File: design/flow/constraint.sdc
current_design data_memory

set clk_period 2.5
set clk_io_pct 0.2

create_clock -name clk0 -period $clk_period [get_ports {clk}]

set non_clock_inputs [all_inputs -no_clocks]
set_input_delay [expr $clk_period * $clk_io_pct] -clock clk0 $non_clock_inputs
set_output_delay [expr $clk_period * $clk_io_pct] -clock clk0 [all_outputs]
==> impl_metrics.env <==
# flow metrics
export IMPL_clock_skew_ns=0.0111
export IMPL_route_vias_total=1930
export IMPL_critPathLaunchType="primary input"
export IMPL_place_hpwl_um=4630
export IMPL_cp_common_cell="buf_6"
export IMPL_crit_path_max_fanout=5
export IMPL_ff2ff_path_depth=4
export IMPL_setup_worst_path_end_class="output pin"
export IMPL_ys_warn_count=1
export IMPL_io_pins=16
export IMPL_path_buffers=4
export IMPL_required_ns=2.00
export IMPL_cpPeakStageDelay_ns=0.50
export IMPL_antenna_found_initial=0
export IMPL_synth_cell_area_um2=3210
export IMPL_tightestPinTransition_ns=0.684
export IMPL_hold_path_class="flop to flop"
export IMPL_dp_slack_ns=-0.448
export IMPL_power_density_nw_per_um2=597
export IMPL_yosys_area_um2=3210
export IMPL_die_area_um2=8390
export IMPL_post_synth_cell_area_avg_um2=14.2
export IMPL_cts_root_buf="clkbuf_8"
export IMPL_synthMostInstantiatedCell="edfxtp_1"
export IMPL_fp_row_count=32
export IMPL_clk_latency_ns=0.34
export IMPL_period_used=0.980
export IMPL_setup_viol=0
export IMPL_die_h_um=91.6
export IMPL_slew_viol_final=0
export IMPL_area_leaders="edfxtp_1, and2_1, mux4_1"
export IMPL_largest_area_cell="edfxtp_1"
export IMPL_status="complete, no violations"
export IMPL_drt_total_wl_um=6810
export IMPL_track_usage=0.188
export IMPL_netlist_top_cells_count="edfxtp_1, and2_1, o21ai_0, nor2_1, mux2i_1"
export IMPL_crit_family="multiplexers"
export IMPL_die_x_um=91.6
export IMPL_finalCriticalPeriod_ns=2.45
export IMPL_max_slew_margin_rel=0.542
export IMPL_cp_arrival_ns=1.95
export IMPL_antenna_cells=0
export IMPL_synth_edff_count=65
export IMPL_worstHoldStart="state$_DFFE_PP_"
export IMPL_cts_inserted_buffers=9
export IMPL_slowest_stage="mux4_2"
export IMPL_grt_max_degree=17
export IMPL_syn_inst=226
export IMPL_drt_first_pass_iters=4
export IMPL_finish_utilization=0.519
export IMPL_core_um2=7730
export IMPL_fin_area_um2=4010
export IMPL_grt_ovfl_total=0
export IMPL_tool_warnings=26
export IMPL_ant_nets=0
export IMPL_hold_depth=3
export IMPL_finalWorstSetupSlack_ns=0.0511
export IMPL_post_dp_cell_area_um2=3660
export IMPL_tritoncts="built"
export IMPL_ys_types=28
export IMPL_grt_pass1_vias=1930
export IMPL_clkTransAtPathRegs_ns=0.06
export IMPL_via_per_inst=4.97
export IMPL_ys_ff=65
export IMPL_r2r_end="slots[3][1]$_SDFFCE_PN0P_"
export IMPL_irDropWorstVdd_mv=0.339
export IMPL_drc_errors=0
export IMPL_critical_path_class="primary input to output pin"
export IMPL_h_tree_depth=3
export IMPL_cts_buffer_depth=2
export IMPL_cp_depth=7
export IMPL_hold_path_end="state$_DFFE_PP_"
export IMPL_hold_viol=0
export IMPL_drt_iter0_drc=87
export IMPL_drive_gt1_frac=0.301
export IMPL_wl_per_cell_um=17.5
export IMPL_grt_pass1_wl_um=10600
export IMPL_max_freq_mhz=408
export IMPL_fp_utilization=0.415
export IMPL_numPortBuffers=15
export IMPL_synth_top_flop_cell="edfxtp_1"
export IMPL_synth_seq_share=0.608
export IMPL_finalSetupTns_ns=0
export IMPL_rrSetupSlack_ns=0.87
export IMPL_p_leak_nw=1.60
export IMPL_ys_cells=226
export IMPL_cp_cell_sequence="clkdlybuf4s15_2, buf_6, buf_6, mux4_2, mux2i_2, o21ai_1, dlygate4sd2_1"
export IMPL_place_gp_congestion=0.791
export IMPL_cts_sinks=65
export IMPL_syn_to_final_growth_pct=24.9
export IMPL_async_reset_ff_frac=0
export IMPL_max_cap_viol_count=0
export IMPL_top_cell_area_share=0.608
export IMPL_r2r_start="state$_DFFE_PP_"
-- stage by stage --
step                      total power [mW]  instances  hold WS (ns)
after floorplan                       1.40        226         0.698
after global placement                1.51        362         0.866
after detailed placement              1.51        362         0.871
after CTS                             2.40        383         0.891
after global routing                  2.49        388         0.930
final                                 2.40        388         0.883
-- kinds of logic after synthesis --
kind of cell    Yosys count  share of synthesized area
compound gates           22                     0.0382
buf+inv                  15                     0.0277
flops                    65                      0.608
mux                      24                      0.133
other cells               1                    0.00117
simple gates             99                      0.193
-- registers in the layout (all words and copies together), names as in the netlist --
register and count:
slots 64, state 1
-- layout make-up --
class / count / area, µm²
timing repair buffer: 58 / 531
tap: 102 / 128
inverter: 1 / 3.75
clock buffer: 9 / 124
multi-input combinational: 146 / 1200
fill: 647 / 3720
clock inverter: 7 / 70.1
sequential: 65 / 1950
-- how the worst max path moves through the flow --
stage | startpoint | to | slack, ns
5_1_grt | address[1] | read_data[3] | -0.005
4_1_cts | address[0] | read_data[2] | -0.05
6_report | address[1] | read_data[1] | 0.05
-- repair_timing --
action,4_1_cts,5_1_grt
hold buffers,0,0
pin swaps,3,2
setup buffers,3,5
gates resized,26,12
setup endpoints to repair,4,3
cloned,2,0
-- worst register-to-register path, cell delays in order, from the launching register on --
cell and delay, ns:
edfxtp_1 0.32, nor2b_4 0.27, nand4_2 0.25, nor3_1 0.25, nand2b_1 0.24
-- routing by layer --
layer	track usage	wire, µm
met4	0.0212	106
met5	0	0
met1	0.328	3230
met2	0.254	2910
met3	0.0706	563
-- report_power, final --
group	internal [mW]	switching, mW
clock network	0.460	0.410
logic	0.129	0.121
registers	1.25	0.0213
-- cell usage in the layout (no fill, tap or decap), drive strengths merged, types with 2 or more instances in the layout --
master and n:
clkdlybuf4s50 8, a31oi 3, mux4 13, nand2b 7, and2 64, mux2i 11, o211ai 3, clkbuf 10
inv 2, edfxtp 65, nand2 5, nor3 4, dlygate4sd2 3, buf 43, nor2 13, nor2b 2
nand3 2, clkinv 5, o21ai 15
Power and IR drop assume default switching activity.
